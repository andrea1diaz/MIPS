## flow/run.sh

```bash
#!/bin/bash
# OpenROAD 26Q1-2900-gdf79404cd8, Yosys 0.63+post, stock flow scripts
make -C /OpenROAD-flow-scripts/flow DESIGN_CONFIG=/design/flow/config.mk WORK_HOME=/design/flow/orfs finish
```

## flow/config.mk

```make
export PLATFORM = sky130hd
export DESIGN_NAME = Mux
export DESIGN_NICKNAME = Mux
export VERILOG_FILES = /design/flow/design.v
export SDC_FILE = /design/flow/constraint.sdc
export NUM_CORES = 4
export LEC_CHECK = 1
export CORE_AREA = 10 10 71 71
export DIE_AREA = 0 0 81 81
```

## flow/constraint.sdc

```tcl
current_design Mux

set clk_period 1.0
set clk_io_pct 0.2

create_clock -name clk0 -period $clk_period

set non_clock_inputs [all_inputs -no_clocks]
set_input_delay [expr $clk_period * $clk_io_pct] -clock clk0 $non_clock_inputs
set_output_delay [expr $clk_period * $clk_io_pct] -clock clk0 [all_outputs]
```

## flow/design.v

```verilog
module Mux(opt1, opt2, out, select);
	input [31:0] opt1, opt2;
	input select;
	output reg [31:0] out;
	always@(opt2 or opt1 or select) begin
		out = select ? opt2 : opt1;
	end
endmodule
module MuxTest();
    reg [31:0] in1, in2;
    reg select;
    wire [31:0] out;
    Mux mux (in1, in2, out, select);
    initial begin
	$dumpfile("MuxTest.vcd");
	$dumpvars(0, MuxTest);
	$strobe("MuxTest Test");
	in1 = 32'h00000001;
	in2 = 32'h00000000;
	select = 1'b0;
	$strobe("Output = %d", out);
	$strobe("In 1 = %b, In 2 = %b", in1, in2);
    end
endmodule
```

==> out/results.tsv <==
metric	value	unit
chip area	6561	um^2
Final Util	43.77	%
relative slew slack	94.20	%
setup TNS	-3.304	ns
initial DRC count	3	
Final Hold Viols	0	
final wirelength	2877	um
Lkg Pwr	0.8722	nW
final period utilization	117.9	%
Seq share, synth	0	%
Avg Synthesized Cell Area	15.12	um^2
num rows	22	
Switch Pwr	0.1371	mW
routed length per placed instance	15.39	um
GP Congestion	0.8322	
Pre-antenna DRT Iters	2	
failing checks	setup timing	
initial antenna violation count	0	
Internal Power	0.4867	mW
# Cells Yosys	36	
registers	0	
via density per instance	3.824	
Cell Type Count	4	
Placed Area	1539	um^2
RSZ-0062 raised after global routing	yes	
Die Wd	81	um
largest net degree at the start of global routing	11	
Total GRT Usage	7.789	%
final instance area	1590	um^2
ANT cells	0	
HPWL after DPL	2496	um
Synth top area share	82.76	%
net switching fraction of the power	21.97	%
residual overflow from global routing	0	
core area	3633	um^2
maximum operating frequency	848.1	MHz
crit path capture type	output pin	
clock buffer count	0	
tool warnings	34	
worst hold path stage count	3	
storage element area	0	um^2
WS Path Type	input pin to output pin	
status	finished with violations	
first-pass GRT wire length	4140	um
Worst Setup Start Kind	input pin	
Setup WS post-layout	-0.1791	ns
Gate power share	100.0	%
worst min-delay path class	input pin to output pin	
DR DRC count	0	
critical path required time	0.80	ns
max cap viols	0	
Final setup viols	32	
chip area in the Yosys report	544.3	um^2
Final Max Slew Viols	0	
Synth Cell Area	544.3	um^2
clock share of power	0	%
die height	81	um
P&R area growth vs syn	192.2	%
# port buffers	97	
Vias	715	
Top Ports	97	
share of cells above drive strength 1	53.96	%
vias in the first global route	764	
Sequential Power Share	0	%
Synth area leader	mux2_4	
Mapped Cells	36	
Post-synth area hogs	mux2_4 (83%), buf_12 (11%), mux2_2 (4.1%), buf_6 (2.1%)	
VDD IR max	0.1688	mV
Critical Path AT	0.98	ns
CP max FO	6	
post-cts hold buffer count	0	
Power, Total	0.6238	mW
crit path time final	1.179	ns
Worst-Margin Slew	0.08696	ns
Routed Antenna Nets	0	
Core Util at FP	14.98	%
pwr dens	392.3	nW/um^2
hold slack	0.6905	ns
Ys Warns	1	
==> Yosys cell counts <==
master,count
mux2_4,30
buf_12,3
mux2_2,2
buf_6,1
==> logic make-up after synthesis <==
family                 after synthesis  share of synthesized area [%]
buffers and inverters                4                          13.10
muxes                               32                          86.90
==> cell usage in the layout, fill, tap and decap left out <==
cell,instances
dlygate4sd2_1,51
buf_12,4
buf_2,13
mux2_4,31
dlymetal6s2s_1,4
mux2_2,1
buf_4,1
buf_6,23
clkdlybuf4s50_1,9
buf_16,2
==> path summary, 6_finish.rpt <==
check,startpoint,to,slack (ns)
setup / recovery,select,out[4],-0.18
hold / removal,opt2[29],out[29],0.69
==> routing by layer <==
metal,routed length [um],GRT usage (%)
met5,0,0
met4,0,0
met3,350,2.784
met2,1452,14.25
met1,1075,9.026
==> power by group through the flow <==
stage | sequential, mW | combinational, mW | clock (mW)
finish | 0 | 0.624 | 0
CTS | 0 | 0.614 | 0
global route | 0 | 0.666 | 0
==> metrics by stage <==
stage / setup WS [ns] / instances
floorplan: 0.06690 / 36
global placement: -0.5041 / 179
detailed placement: -0.5123 / 179
CTS: -0.1810 / 186
global route: -0.1965 / 187
finish: -0.1791 / 187
==> area by class of cell <==
| cell class | instances | area [um^2] |
|---|---|---|
| fillers | 357 | 2043 |
| multi-input cells | 32 | 476.7 |
| well taps | 48 | 60.06 |
| repair buffers | 107 | 1054 |
==> worst max-delay path, cell delays in order <==
cell	delay, ns
buf_12	0.12
buf_12	0.13
buf_12	0.12
mux2_4	0.29
buf_6	0.11
==> what timing repair did <==
action                     4_1_cts  5_1_grt
gates cloned                     2        0
setup endpoints to repair       32       32
resized                        171       10
setup buffers                    5        1
pin swaps                        0        0
Power is estimated from default activity; no workload was simulated.

`/design/flow/design.v`:
```
module PC(clk, pc, target_pc, Jump, Branch);
	input clk;
	input [31:0] target_pc;
	input Jump, Branch;
	output reg [31:0] pc;
	initial  begin
		pc = 32'b0;
	end
	always @ (posedge clk) begin
		pc = pc + 32'h4;
		if (Jump || Branch)
			pc = target_pc;
	end
endmodule
```
`/design/flow/constraint.sdc`:
```
current_design PC

set clk_period 7.6
set clk_io_pct 0.2

create_clock -name clk0 -period $clk_period [get_ports {clk}]

set non_clock_inputs [all_inputs -no_clocks]
set_input_delay [expr $clk_period * $clk_io_pct] -clock clk0 $non_clock_inputs
set_output_delay [expr $clk_period * $clk_io_pct] -clock clk0 [all_outputs]
```
`/design/flow/run.sh`:
```
#!/bin/bash
# OpenROAD 26Q1-2900-gdf79404cd8, Yosys 0.63+post, stock flow scripts
make -C /OpenROAD-flow-scripts/flow DESIGN_CONFIG=/design/flow/config.mk WORK_HOME=/design/flow/orfs finish
```
`/design/flow/config.mk`:
```
export PLATFORM = sky130hd
export DESIGN_NAME = PC
export DESIGN_NICKNAME = PC
export VERILOG_FILES = /design/flow/design.v
export SDC_FILE = /design/flow/constraint.sdc
export NUM_CORES = 4
export LEC_CHECK = 1
export CORE_AREA = 10 10 101 101
export DIE_AREA = 0 0 111 111
```
==> out/results.tsv <==
stage	metric	value	unit
outcome	outcome	finished, final reports clean	
floorplan	I/O pin count	67	
final_timing	Max Fclk	309.1	MHz
global_route	grt total ovfl	0	
setup_path	Reg2Reg Setup Slack	5.58	ns
yosys	Flops after synth	32	
setup_path	RR Endpoint	pc[23]	
yosys	Area leader share	37.68	%
clock_network	Worst-Skew Late Latency	0.28	ns
setup_path	RR Startpoint	pc[5]	
setup_path	worst path required time	7.83	ns
yosys	post-synthesis sequential area ratio	41.44	%
yosys	Synth top cell by count	dfxtp_1	
final_timing	crit path time final	3.235	ns
clock_network	Worst-path clk slew	0.07	ns
drt	post-route ant nets	0	
drt	detailed-route wire length per cell	13.50	um
yosys	ys async rst share	0	%
layout	P&R area growth vs syn	53.85	%
clock_network	H-tree levels	2	
drt	ant diodes	0	
power	Leak	0.8495	nW
floorplan	Rows	33	
final_timing	Rel. slew slack	55.47	%
power	Design Power	443.3	uW
yosys	Yosys cell types	25	
setup_path	Worst EP arrival	3.46	ns
power	PwrDens	180.7	mW/mm2
floorplan	core utilization at floorplan	19.60	%
yosys	cell type with the largest total area	dfxtp_1	
final_timing	final hold violation count	0	
clock_network	Clock Sinks	32	
yosys	Post-Syn Area	0.001594	mm2
final_timing	setup ws final	4.365	ns
floorplan	core area	0.008134	mm2
yosys	Yosys Chip Area	0.001594	mm2
drt	first-pass detailed-route iteration total	4	
final_timing	RSZ-0062 raised after global routing	false	
drt	drt total wl	4902	um
final_timing	Pins Over Slew Limit	0	
final_timing	Final Cycle Share	42.57	%
setup_path	critical path endpoint	pc[13]	
floorplan	Die W	111	um
setup_path	CP Launch Type	primary input	
clock_network	CTS Hold Buffers Added	0	
final_timing	Setup Skew	0.009501	ns
flow_run	tool warning count	25	
floorplan	Die Y	111	um
clock_network	post-CTS setup buffer count	0	
global_route	number of global-route vias before repair	1595	
flow_run	max_cap viols	0	
placement	Place WS	4.036	ns
clock_network	maximum clock path buffer count	2	
final_timing	Final TNS setup	0	ns
yosys	Post-synth EDFFs	2	
placement	port buffer count	66	
floorplan	die area	0.01232	mm2
setup_path	CP Max Fanout	39	
clock_network	cts bufs inserted	5	
layout	fin cells	363	
global_route	largest net degree at the start of global routing	40	
layout	max reg flops	32	
clock_network	CTS tree	done	
setup_path	r2r worst-path depth	4	
power	Worst VDD drop	0.00006098	V
yosys	Syn Area/Cell	8.259	um2
placement	Cells after DPL	355	
yosys	Synth warnings	1	
yosys	Post-synth top cells	30 x dfxtp_1, 23 x nand2_1, 19 x nor2_1, 18 x a31oi_1, 16 x o21ai_0	
setup_path	CP endpoint kind	flop	
global_route	first-pass GRT wire length	8286	um
setup_path	worst setup path start	Branch	
drt	Via Count	1654	
layout	share of post-route cells with drive strength above 1	3.876	%
drt	DR iter-0 viols	51	
layout	# fillers	847	
final_timing	# setup viols final	0	
yosys	Yosys Instances	193	
final_timing	worst slew pin tran	0.6673	ns
global_route	initial antenna violation count	0	
placement	dpl hpwl	3653	um
placement	gpl congestion	0.8057	
clock_network	post-CTS sizing	0	
yosys	top cells by area	dfxtp_1 38%, a31oi_1 7.1%, or4_1 6.1%	
global_route	total track usage	7.959	%
clock_network	Root Driver	clkbuf_8	
setup_path	Crit Path Class	primary input to flop	
yosys	main flop type	dfxtp_1	
drt	number of remaining DRC errors	0	
worst_hold_path	Worst Hold Class	flop to flop	
drt	Vias/cell	4.556	
yosys	Mapped Cells	193	
[through the flow]
step | hold WS (ns) | instance area [um2] | util [%]
after floorplan | 0.4552 | 1594 | -
after global placement | 0.4849 | 2346 | 28.84
after detailed placement | 0.4955 | 2346 | 28.84
after CTS | 0.5050 | 2452 | 30.15
after global routing | 0.5375 | 2452 | 30.15
final | 0.5051 | 2452 | 30.15
[where the power goes]
part	switching (mW)	internal [mW]
sequential	0.0193	0.185
combinational	0.0253	0.0535
clock	0.0645	0.0955
[area by class of cell]
class	instances	area, um2	area share, %
tap	105	131.4	5.357
clock inverter	3	37.54	1.531
timing repair buffer	67	668.1	27.24
sequential	32	660.6	26.94
clock buffer	5	68.82	2.806
inverter	3	11.26	0.4592
multi-input combinational	148	874.6	35.66
[worst max-delay path, cell delays in order]
cell,delay [ns]
clkdlybuf4s50_1,0.41
nor2_2,0.10
buf_4,0.34
inv_1,0.40
or4_1,0.60
nand3_1,0.09
[logic make-up (layout without fill, tap and decap cells)]
| kind of cell | after synthesis | count (layout) | share of synthesized area [%] |
|---|---|---|---|
| AND/OR/NAND/NOR | 91 | 91 | 30.77 |
| AND-OR/OR-AND | 47 | 47 | 18.21 |
| flip-flops | 32 | 32 | 41.44 |
| buffers and inverters | 13 | 78 | 3.846 |
| XOR/XNOR | 9 | 9 | 4.945 |
| adder cells (fa/ha/maj) | 1 | 1 | 0.7848 |
[how the worst min path moves through the flow]
stage / to / from / depth (start not counted) / slack (ns)
CTS: pc[31] / pc[31] / 2 / 0.51
global route: pc[30] / pc[30] / 2 / 0.54
finish: pc[31] / pc[31] / 2 / 0.51
[layer usage]
layer  part of all wire (%)  global-route usage [%]  up-vias
li1                       -                       -      853
met1                     48                   11.27      734
met2                     43                   11.44       61
met3                    8.0                   3.175        6
met4                    1.1                  0.9549        0
met5                      0                       0        -
[cells in the final DEF, fill, tap and decap left out, types with 2 or more instances in the layout]
cell type        instances
clkbuf_8                 5
nand4_1                  6
clkdlybuf4s50_1         66
xnor2_1                  2
o31ai_1                 12
o21ai_0                 16
xor2_1                   7
nand3_1                 13
dfxtp_1                 30
or4_1                   13
and3_1                   3
edfxtp_1                 2
and2_1                   3
clkinv_1                 2
nor2_1                  18
and4_1                   3
or3_1                    6
inv_1                    3
nand2_1                 23
a31oi_1                 18
Power and IR drop assume default switching activity.

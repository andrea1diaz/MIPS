`/design/flow/run.sh`:
```
#!/bin/bash
# OpenROAD 26Q1-2900-gdf79404cd8, Yosys 0.63+post, stock flow scripts
make -C /OpenROAD-flow-scripts/flow DESIGN_CONFIG=/design/flow/config.mk WORK_HOME=/design/flow/orfs finish
```
`/design/flow/config.mk`:
```
export PLATFORM = sky130hd
export DESIGN_NAME = Add
export DESIGN_NICKNAME = Add
export VERILOG_FILES = /design/flow/design.v
export SDC_FILE = /design/flow/constraint.sdc
export NUM_CORES = 4
export LEC_CHECK = 1
export CORE_AREA = 10 10 107 107
export DIE_AREA = 0 0 117 117
```
`/design/flow/constraint.sdc`:
```
current_design Add

set clk_period 14.5
set clk_io_pct 0.2

create_clock -name clk0 -period $clk_period

set non_clock_inputs [all_inputs -no_clocks]
set_input_delay [expr $clk_period * $clk_io_pct] -clock clk0 $non_clock_inputs
set_output_delay [expr $clk_period * $clk_io_pct] -clock clk0 [all_outputs]
```
`/design/flow/design.v`:
```
module Add (A, B, ADDout);
  output [31:0]ADDout;
  input [31:0]A;
  input [31:0]B;
  wire[31:0] temp;
  assign temp = A + B;
  assign ADDout = temp[31:0];
endmodule
```
==> deck_impl_summary.md <==
Implementation Results

Cells and area
  • Layout cell share with drive strength beyond 1: slightly above 3%
  • Post-Route Utilization: 30.4%
  • Final instance count without filler cells: 437
  • FFs & Latches: 0
  • FF/Latch Area: 0 um2
  • Synth-to-Final Area Change: 60.5%
  • Total of clock buffers placed in the layout: 0

Clock network
  • Hold-fix buffers at CTS: 0
  • Setup Fix Bufs, Post-CTS: 0
  • Resize count post-CTS: 0

Worst setup path
  • Slowest-stage cell, CP: clkdlybuf4s50_1
  • Worst Setup SP: A[0]
  • Critical Path AT: 5870 ps
  • Req. time, crit path: about 12000 ps
  • Crit. End Element: primary output
  • CP Cell Sequence: clkdlybuf4s50_1 -> ha_1 -> fa_1 -> a21o_1 -> a31o_2 -> nand3_1 -> o221ai_1 -> a311oi_1 -> o21bai_1 -> xor2_1 -> clkdlybuf4s50_1
  • Crit path max-delay family: AND-OR/OR-AND gates
  • Crit Path Max Fanout: 4
  • CP Class: in -> out
  • Critical path startpoint category: input port
  • Crit. path cell count: 11
  • Critical path buffers and inverters: 2
  • Slowest stage delay, CP: 490 ps
  • Cell mode on critical path: clkdlybuf4s50_1

Global route
  • GR Util All Layers: 9.00%
  • Remaining global-route overflow: 0
  • First-pass GRT wire length: 10.3 mm
  • Largest net degree at the start of global routing: 11
  • GR Util met2: 15.2%
  • Met3 usage: 3.46%
  • Met1 global-route usage: between 10 and 15%
  • Top Usage Layer GRT: met2
  • Vias in the first global route: 2171
  • Initial antenna violation count: 1

Power and ir drop
  • PD cells: 48.3 nW/um2
  • Leakage: 1.18 nW
  • Worst VDD drop: 22.0 uV

Routing
  • # DRC: 0
  • Detailed Route WL: 6.28 mm
  • Post-DR vias/cell: 4.83
  • First DRT Iteration DRCs: 79
  • Routed Antenna Nets: 0
  • Vias: 2110
  • Routed WL per cell: 14.4 um
  • N_diodes: 0
  • First-pass DRT Iterations: 5

Placed design
  • Placed cells: 437
  • Input/output buffers: 96
  • Pre-CTS WS: 5690 ps
  • RD Place Congestion: 0.827
  • DP Wirelength: 5.57 mm

Die
  • Die Span Y: 117 um
  • Top Ports: approximately 96
  • Die X: between 100 and 150 um
  • Die ar.: 13700 um2
  • Pre-Place Util: 19.0%
  • Site Rows: 35
  • Core box area: 9200 um2

Min path
  • Hold Path Class: in -> out
  • Number of stages on the worst hold path: 3
  • Hold path start: B[0]

Synth
  • # Cells Yosys: approximately 240
  • Cell taking the most area after synthesis: ha_1
  • Adder Area Share: 23.4%
  • Syn. warnings: 0
  • Post-synth seq share: 0%
  • Mapped Avg Cell Area: 7.24 um2
  • Synthesized netlist cell count: 241
  • Area leader share: approximately 22%
  • Cell Type Count: 50
  • Cell area leaders: ha_1 (22%), a21oi_1 (8.3%), a21o_1 (8.2%), xor2_1 (7.5%), xnor2_1 (6.5%)
  • Netlist area before placement: 1740 um2
  • Aoi share: 39.3%
  • XOR-XNOR Cells, Area Fraction: 14.1%
  • Mux frac, synth: 1.15%
  • Simple Share, Synth: 18.3%
  • Post-synth area from yosys stat: between 1500 and 2000 um2
  • Top non-seq family: AND-OR/OR-AND gates

Outcome
  • Outcome: finished clean

Timing
  • Slew Viols, Final: 0
  • Final setup viols: 0
  • Fin Setup TNS: 0 ps
  • Setup WS post-layout: around 5700 ps
  • Slew headroom: about 66%
  • Fmax: 114 MHz
  • Post-route clock period utilization: between 60% and 70%
  • RSZ-0062 raised after global routing: no
  • Final tally of hold violations: 0
  • Least-Margin Pin Slew: 494 ps
  • Min Tclk post-route: just under 9000 ps
  • Hold WS: 6840 ps

Job
  • Max Cap Viol: 0
  • Tool warnings: 32
## layer usage
metal / wire [um] / vias to the layer above
li1: - / 1092
met1: 2710 / 948
met2: 2840 / 64
met3: 701 / 4
met4: 21 / 2
met5: 7 / -
## synth_stat cells (2+ instances only)
| master | n |
|---|---|
| ha_1 | 31 |
| a21oi_1 | 29 |
| a21o_1 | 19 |
| nand2_1 | 18 |
| xor2_1 | 15 |
| o21ai_0 | 13 |
| xnor2_1 | 13 |
| nor2_1 | 12 |
| nand3_1 | 10 |
| clkbuf_1 | 8 |
| nand4_1 | 8 |
| inv_1 | 6 |
| nor3_1 | 4 |
| o21bai_1 | 4 |
| a211oi_1 | 3 |
| a31oi_1 | 3 |
| o211ai_1 | 3 |
| or2_2 | 3 |
| a311oi_1 | 2 |
| buf_2 | 2 |
| mux2i_1 | 2 |
| nand2b_1 | 2 |
| o21a_1 | 2 |
| o221ai_1 | 2 |
| o311ai_1 | 2 |
## cell type report
| type | instances | area, um2 |
|---|---|---|
| fillers | 987 | 6400 |
| multi-input cells | 224 | 1680 |
| repair buffers | 96 | 961 |
| well taps | 111 | 139 |
| inverters | 6 | 22.5 |
## worst min-delay path, stage by stage
cell and delay, ps:
clkdlybuf4s50_1 460, ha_1 120, clkdlybuf4s50_1 460
## power by group
part           switching (mW)  total, mW  internal [mW]
Clock                       0          0              0
Combinational          0.0547      0.135         0.0805
Sequential                  0          0              0
## path summary, 6_finish.rpt
path | slack (ps) | end
max | 5730 | ADDout[26]
min | 6840 | ADDout[0]
## layout by cell type (no fill, tap or decap), drive strengths merged, types with 10 or more instances in the layout
master          n
nor2           12
xnor2          13
ha             31
nand3          10
a21oi          29
xor2           15
a21o           19
clkdlybuf4s50  96
o21ai          15
nand2          18
## stage by stage
stage	power [mW]	area, um2
final	0.135	2800
after global routing	0.151	2800
after CTS	0.137	2800
after detailed placement	0.136	2800
after global placement	0.137	2800
after floorplan	0.0641	1740
## kinds of logic after synthesis
family                     after synthesis
AOI/OAI and AO/OA                       97
xor gates and xnor gates                28
adders and majority gates               32
buffers and inverters                   17
muxes                                    2
and+or+nand+nor                         65
Power and IR drop assume default switching activity.
